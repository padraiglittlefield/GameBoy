### design/flow/design.v
`timescale 1ns/1ps
module regfile (
    input clk,                  
    input rst,                  
    input [7:0] wd,             
    input we,                   
    input[2:0] wa,              
    output [7:0] rd,            
    input [2:0] rd_adr,         
    input wea,                   
    input [15:0] wda,            
    input [1:0] waa,             
    output [15:0] rda,           
    input [1:0] rda_adr
);
wire [3:0] waa_cl;
reg [7:0] regs [0:5];          
assign rd = regs[rd_adr];
assign rda = {regs[{1'b0,rda_adr} + {1'b0,rda_adr}], regs[{1'b0,rda_adr} + {1'b0,rda_adr} + 3'b001]};
integer i;
always@(posedge clk) begin
    if (rst) begin
        for(i = 0; i < 11; i = i + 1) begin
            regs[i] <= 8'b0;
        end     
    end else begin
        if(we) begin
            regs[wa] <= wd;
        end else if(wea) begin
            regs[{1'b0,waa} + {1'b0,waa}] <= wda[15:8];
            regs[{1'b0,waa} + {1'b0,waa} + 3'b001] <= wda[7:0];
        end
    end
end
endmodule
### design/flow/run.sh
#!/bin/bash
# OpenROAD 26Q1-2900-gdf79404cd8, Yosys 0.63+post, stock flow scripts
make -C /OpenROAD-flow-scripts/flow DESIGN_CONFIG=/design/flow/config.mk WORK_HOME=/design/flow/orfs finish
### design/flow/config.mk
export PLATFORM = sky130hd
export DESIGN_NAME = regfile
export DESIGN_NICKNAME = regfile
export VERILOG_FILES = /design/flow/design.v
export SDC_FILE = /design/flow/constraint.sdc
export NUM_CORES = 4
export LEC_CHECK = 1
export CORE_UTILIZATION = 30
### design/flow/constraint.sdc
current_design regfile

set clk_period 7.1
set clk_io_pct 0.2

create_clock -name clk0 -period $clk_period [get_ports {clk}]

set non_clock_inputs [all_inputs -no_clocks]
set_input_delay [expr $clk_period * $clk_io_pct] -clock clk0 $non_clock_inputs
set_output_delay [expr $clk_period * $clk_io_pct] -clock clk0 [all_outputs]
==> summary.log <==
qor: clock_tree.ctsResizeCount 0
qor: grt.first_global_vias 2535
qor: final_timing.timing_max_transition_violations_final 0
qor: grt.grt_usage 0.1573
qor: die.core_area 11960 um^2
qor: clock_tree.hold_buffer_count_at_cts 0
qor: place.routabilityCongestion 0.7954
qor: logic_synthesis.simple_gate_share 0.09922
qor: clock_tree.cts_tree built
qor: final_timing.max_slew.worst_pin.slew 0.8251 ns
qor: clock_tree.postCtsSetupBuffers 0
qor: logic_synthesis.synth-adder-area-share 0
qor: logic_synthesis.synth.cells.most_frequent edfxtp_1, mux4_2, nor3_1, o2bb2ai_1, mux2i_1
qor: place.placedCellCount 433
qor: logic_synthesis.synth-cells-yosys 237
qor: route.drc_errors 0
qor: route.insertedDiodeCount 0
qor: logic_synthesis.yosysTopAreaCell edfxtp_1
qor: die.fp_util 0.3068
qor: grt.grt_antenna_before_repair 0
qor: route.detail_route.vias_per_cell 5.539
qor: route.first_pass_iters 4
qor: layout.multiInputGateArea 1640 um^2
qor: grt.grt-ovfl-total 0
qor: final_timing.setup_violations 0
qor: grt.maximum_number_of_pins_on_one_net_before_global_route_repair 19
qor: logic_synthesis.yosys.area_share.xor_xnor 0
qor: route.drtAntennaViolNets 0
qor: final_timing.period_used_share 0.6944
qor: route.wire_per_inst 20.39 um
qor: status.status complete, no violations
qor: logic_synthesis.synth.area.mux_share 0.2540
qor: final_timing.hold_viol 0
qor: layout.num-fill-cells 1104
qor: layout.sequential_cell_area 1922 um^2
qor: layout.postLayoutCellArea 4745 um^2
qor: logic_synthesis.ys.flops 64
qor: logic_synthesis.dominantRegCellSynth edfxtp_1
qor: logic_synthesis.yosysMostFrequentCell edfxtp_1
qor: clock_tree.worst_setup_hold_path_clk_slew 0.05 ns
qor: layout.layout-area-overhead-vs-synth 29.29%
qor: route.drtIter0Drc 128
qor: final_timing.setup_repair_after_global_routing_missed_its_margin no
qor: logic_synthesis.synth_compound_gate_area_share 0.09376
qor: logic_synthesis.synthTopCellsByArea edfxtp_1, mux4_2, o2bb2ai_1
qor: power_and_ir_drop.pwr_density_cell 228.4 nW/um^2
qor: layout.regMostFlops regs
qor: clock_tree.clock_path_buffers 2
qor: die.core.rowCount 40
qor: logic_synthesis.synth_top_area_share 0.5237
qor: final_timing.final.min_clock_period 4.930 ns
qor: logic_synthesis.synth-edff-count 64
qor: final_timing.max_freq 202.8 MHz
qor: setup_path.worstSetupEndpointType output port
qor: setup_path.cp_max_fo 16
qor: final_timing.setup_tns 0 ns
qor: flow_run.warning_count 25
qor: die.die_h 112.6 um
qor: die.chip_area 12680 um^2
qor: route.wl 9.157 mm
qor: power_and_ir_drop.power_leakage 1.493 nW
qor: hold_path.hold_path_class in2reg
qor: clock_tree.clock-sinks 64
qor: die.chipWidth 112.6 um
qor: power_and_ir_drop.fin_total_pwr 0.001084 W
qor: grt.grt_pass1_wl 14.17 mm
qor: layout.drive_above_1_share 0.2318
qor: logic_synthesis.avgSynthCellArea 15.48 um^2
qor: setup_path.setup.worst_path.class in2out
qor: clock_tree.tritoncts.num_buffers 9
qor: logic_synthesis.syn-cell-area 3670 um^2
qor: layout.post_layout_nonfiller_instances 449
qor: clock_tree.cts-htree-levels 3
qor: logic_synthesis.synth-seq-area-share 0.5237
qor: route.routed-via-count 2487
qor: layout.largest_register_ffs 64
qor: logic_synthesis.yosysChipArea 3670 um^2
qor: clock_tree.cts-root-buf clkbuf_16
qor: flow_run.cap_violations 0
qor: logic_synthesis.synthesis.instances 237
qor: setup_path.start_kind primary input
qor: final_timing.slew_headroom 0.4342
qor: place.post_dp_cell_area 4432 um^2
qor: layout.reg_top3 regs (64)
qor: place.port-buffer-count 61
qor: power_and_ir_drop.vdd_drop_max 115.5 uV
qor: logic_synthesis.synth_warnings 1
qor: setup_path.critPathRequiredTime 5.68 ns
qor: die.floorplan.io_pins 62
qor: logic_synthesis.yosys.cell_types.count 28
qor: setup_path.data_arrival_time_at_the_worst_slack_endpoint 3.51 ns
qor: logic_synthesis.dominant_non_sequential_cell_family_after_synthesis multiplexers
qor: logic_synthesis.synth-async-reset-ratio 0
qor: place.detailedPlacementHpwl 6.777 mm
worst max-delay path, cell delays in order:
cell	delay (ns)
clkdlybuf4s50_1	1.00
mux4_2	0.40
mux2_2	0.28
clkdlybuf4s50_1	0.41
metrics by stage:
stage	hold WS, ns	util	setup slack, ns
6_report	1.858	0.3967	2.170
3_3_place_gp	2.179	0.3705	2.191
5_1_grt	1.878	0.3967	2.090
2_1_floorplan	1.614	-	2.979
4_1_cts	1.855	0.3967	2.156
3_5_place_dp	2.187	0.3705	2.170
report_power, final:
part | total [W] | switching, W | internal [W]
clock | 0.000454 | 0.000149 | 0.000305
sequential | 0.000465 | 0.0000173 | 0.000447
combinational | 0.000165 | 0.0000645 | 0.000101
cells by family (layout without fill, tap and decap cells):
kind of cell	Yosys count	in the layout
flip-flops	64	64
AND/OR/NAND/NOR	59	59
multiplexers	52	52
AND-OR/OR-AND	40	40
buffers and inverters	22	87
routing by layer:
layer,up-vias,wire (um),GRT usage
met4,0,118,0.02311
met2,119,3909,0.2230
met1,1218,4179,0.2363
met5,-,0,0
met3,11,950,0.07595
li1,1139,-,-
cell usage in the layout, fill, tap and decap left out:
cell type | synthesis | final
a22o_1 | 2 | 2
nand3_1 | 4 | 4
bufinv_16 | 0 | 2
or3b_2 | 1 | 1
clkbuf_1 | 9 | 1
edfxtp_1 | 64 | 64
nand4_1 | 1 | 1
nand2_1 | 3 | 3
nand3b_1 | 4 | 4
nor3_2 | 2 | 2
a211o_1 | 1 | 1
clkdlybuf4s50_1 | 0 | 61
a311o_1 | 1 | 1
nor3b_2 | 1 | 1
o2bb2ai_1 | 30 | 30
mux4_2 | 32 | 32
o21bai_1 | 5 | 5
mux2_2 | 9 | 9
clkinvlp_4 | 0 | 2
and3b_1 | 3 | 3
clkinv_2 | 0 | 1
nor3b_4 | 1 | 1
buf_4 | 0 | 10
and3_1 | 2 | 2
nor3_1 | 30 | 30
nor2b_1 | 4 | 4
nor3b_1 | 3 | 3
clkinv_1 | 0 | 1
mux2i_1 | 11 | 11
clkbuf_16 | 0 | 9
a21o_1 | 1 | 1
final timing paths:
kind	startpoint	to	slack, ns	cells after the start
worst max-delay path	rd_adr[0]	rd[3]	2.17	4
worst min-delay path	wda[1]	regs[1][1]	1.86	2
area by class of cell:
class,count,share of cell area
Sequential cell,64,0.4051
Multi-Input combinational cell,151,0.3457
Timing Repair Buffer,71,0.1445
Clock buffer,10,0.04826
Tap cell,147,0.03877
Clock inverter,6,0.01767
Power is estimated from default activity; no workload was simulated.
